**/design/flow/design.v**
```verilog
module Program_Rom(
	output logic [13:0] Rom_data_out, 
	input [10:0] Rom_addr_in
);
    logic [13:0] data;
    always_comb
        begin
            case (Rom_addr_in)
                10'h0 : data = 14'h3024;
                10'h1 : data = 14'h00A5;
                10'h2 : data = 14'h3015;
                10'h3 : data = 14'h00A4;
                10'h4 : data = 14'h0824;
                10'h5 : data = 14'h02A5;
                10'h6 : data = 14'h1FA5;
                10'h7 : data = 14'h2804;
                10'h8 : data = 14'h0825;
                10'h9 : data = 14'h01A1;
                10'ha : data = 14'h02A1;
                10'hb : data = 14'h0824;
                10'hc : data = 14'h00A0;
                10'hd : data = 14'h0821;
                10'he : data = 14'h02A0;
                10'hf : data = 14'h0824;
                10'h10 : data = 14'h00A5;
                10'h11 : data = 14'h0820;
                10'h12 : data = 14'h00A4;
                10'h13 : data = 14'h1FA4;
                10'h14 : data = 14'h2816;
                10'h15 : data = 14'h281C;
                10'h16 : data = 14'h0824;
                10'h17 : data = 14'h00A1;
                10'h18 : data = 14'h03A1;
                10'h19 : data = 14'h1FA1;
                10'h1a : data = 14'h2804;
                10'h1b : data = 14'h281C;
                10'h1c : data = 14'h0825;
                10'h1d : data = 14'h00A3;
                10'h1e : data = 14'h008D;
                10'h1f : data = 14'h3400;
                10'h20 : data = 14'h3400;
                default: data = 14'h0;   
            endcase
        end
     assign Rom_data_out = data;
endmodule
`timescale 1ns/10ps
module hw_1121(
	input clk,
	input reset,
	output logic [7:0] w_q
);
	logic [10:0] pc_next, pc_q,mar_q;
	logic load_pc, load_mar, load_ir_q,load_w;
	logic [13:0] Rom_out,ir_q;
	logic reset_ir_q,ram_en;
	logic [2:0] ps,ns;
	logic [3:0] op;
	logic [7:0] alu_q,mux_out,ram_out,databus;
	logic d;
	logic sel_alu,sel_pc,sel_bus;
	logic MOVLW;
	logic ADDLW;
	logic SUBLW;
	logic ANDLW;
	logic IORLW;
	logic XORLW;
	assign pc_next = pc_q + 1;             
	always_ff @(posedge clk)               
	begin	
		if(reset)
			pc_q <= #1 0;
		else if(load_pc)
			pc_q <= #1 pc_next;
	end
	always_ff @(posedge clk)
	begin
		if(load_mar)
			mar_q <= #1 pc_q;
	end
	Program_Rom rom(Rom_out,mar_q);
	always_ff @(posedge clk)
	begin
		if(reset_ir_q)
			ir_q <= #1 0;
		else if(load_ir_q)
			ir_q <= #1 Rom_out;
	end
	always_ff @(posedge clk)
	begin
		if(reset)
			w_q <= #1 0;
		else if(load_w)
			w_q <= #1 alu_q;
	end
	single_port_ram_128x8 ram(databus,ir_q[6:0],ram_en,clk,ram_out);
	always_comb
	begin
		if(sel_alu == 0) mux_out = ir_q[7:0];
		else mux_out = ram_out[7:0];
	end
	always_comb
	begin
		if(sel_bus == 0) databus = alu_q;
		else databus = w_q;
	end
	assign MOVLW = (ir_q[13:8] == 6'b110000);         
	assign ADDLW = (ir_q[13:8] == 6'b111110);
	assign SUBLW = (ir_q[13:8] == 6'b111100);
	assign ANDLW = (ir_q[13:8] == 6'b111001);
	assign IORLW = (ir_q[13:8] == 6'b111000);
	assign XORLW = (ir_q[13:8] == 6'b111010);
	assign d = ir_q[7];
	assign ADDWF = (ir_q[13:8] == 6'b000111);
	assign ANDWF = (ir_q[13:8] == 6'b000101);
	assign CLRF  = (ir_q[13:8] == 6'b000001);
	assign CLRW  = (ir_q[13:8] == 6'b000001);
	assign COMF  = (ir_q[13:8] == 6'b001001);
	assign DECF  = (ir_q[13:8] == 6'b000011);	
	assign GOTO  = (ir_q[13:11] == 3'b101);
	assign INCF  = (ir_q[13:8] == 6'b001010);
	assign IORWF = (ir_q[13:8] == 6'b000100);
	assign MOVF  = (ir_q[13:8] == 6'b001000);
	assign MOVWF = (ir_q[13:8] == 6'b000000);
	assign SUBWF = (ir_q[13:8] == 6'b000010);
	assign XORWF = (ir_q[13:8] == 6'b000110);
	always_comb                                    
	begin
		if(reset)
				op = 0;
		else 
			begin			
				if(MOVLW) op = 5;
				else if(ADDLW) op = 0;
				else if(SUBLW) op = 1;
				else if(ANDLW) op = 2;
				else if(IORLW) op = 3;
				else if(XORLW) op = 4;
				else if(ADDWF) op = 0;
				else if(ANDWF) op = 2;
				else if(CLRF)  op = 8;
				else if(CLRW)  op = 8;
				else if(COMF)  op = 9;
				else if(DECF)  op = 7;
				else if(INCF)  op = 6;
				else if(IORWF) op = 3;
				else if(MOVF)  op = 5;
				else if(SUBWF) op = 1;
				else if(XORWF) op = 4;
 				else op = 10;
			end
	end
	always_comb
	begin
		if(reset)
			alu_q <= #1 0;
		else 
			begin
				case(op)
					0: alu_q = mux_out + w_q;
					1: alu_q = mux_out - w_q;
					2: alu_q = mux_out & w_q;
					3: alu_q = mux_out | w_q;
					4: alu_q = mux_out ^ w_q;
					5: alu_q = mux_out;
					6: alu_q = mux_out + 1;
					7: alu_q = mux_out - 1;
					8: alu_q = 0;
					9: alu_q = ~mux_out ;
					default: alu_q = mux_out + w_q;
				endcase
			end
	end
	parameter T0 = 0;
	parameter T1 = 1;
	parameter T2 = 2;
	parameter T3 = 3;
	parameter T4 = 4;
	parameter T5 = 5;
	parameter T6 = 6;
	always_ff @(posedge clk)
	begin
		if(reset) ps <= #1 0;
		else ps <= #1 ns;
	end
	always_comb
	begin                          
	load_mar = 0;
	load_pc = 0;
	reset_ir_q = 0;
	load_ir_q = 0;
	load_w = 0;
	sel_pc = 0;
	sel_alu = 0;
	sel_bus = 0;
	ram_en = 0;
	ns = 0;
		case(ps)                   
		T0:                         
			begin
				reset_ir_q = 1;	
				ns = T1;
			end
		T1:
			begin
				load_mar = 1;         
				ns = T2;			
			end	
		T2:
			begin            
				load_pc = 1;	       
				ns = T3;			
			end	
		T3:
			begin                    
				load_ir_q = 1;	      
				ns = T4;			      
			end	
		T4:                         
			begin
				if(GOTO)
					begin
						sel_pc = 1;
						load_pc = 1;
					end
				else if(ADDWF || ANDWF || INCF || IORWF || MOVF || SUBWF || XORWF)
					begin
						sel_alu = 1;
						if(d==0) load_w = 1;
						else ram_en = 1;
					end
				else if(CLRF) ram_en = 1;
				else if(CLRW) load_w = 1;
				else if(COMF || DECF) 
					begin 
						sel_alu = 1;
						ram_en = 1;
					end
				else if(MOVWF)
					begin 
						sel_bus = 1;
						ram_en = 1;
					end				
				else 
					load_w = 1;	
				ns = T5;
			end
		T5:                         
			begin
				ns = T6;
			end
		T6:
			begin
				ns = T1;
			end
	endcase
	end
endmodule
module single_port_ram_128x8(
	input [7:0]data,
	input [6:0]addr,
	input ram_en,
	input clk,
	output logic [7:0] q
);
	logic [7:0] ram[127:0];
	always_ff @(posedge clk)
	begin
		if (ram_en)
			ram[addr] <= data;
	end
	assign q = ram[addr];
endmodule
```
**/design/flow/run.sh**
```bash
#!/bin/bash
# OpenROAD 26Q1-2900-gdf79404cd8, Yosys 0.63+post, stock flow scripts
make -C /OpenROAD-flow-scripts/flow DESIGN_CONFIG=/design/flow/config.mk WORK_HOME=/design/flow/orfs finish
```
**/design/flow/config.mk**
```make
export PLATFORM = sky130hd
export DESIGN_NAME = hw_1121
export DESIGN_NICKNAME = hw_1121
export VERILOG_FILES = /design/flow/design.v
export SDC_FILE = /design/flow/constraint.sdc
export NUM_CORES = 4
export LEC_CHECK = 1
export CORE_UTILIZATION = 40
```
**/design/flow/constraint.sdc**
```tcl
current_design hw_1121

set clk_period 16.1
set clk_io_pct 0.2

create_clock -name clk0 -period $clk_period [get_ports {clk}]

set non_clock_inputs [all_inputs -no_clocks]
set_input_delay [expr $clk_period * $clk_io_pct] -clock clk0 $non_clock_inputs
set_output_delay [expr $clk_period * $clk_io_pct] -clock clk0 [all_outputs]
```
==> results.toml <==
# implementation run metrics
[run_status]
status = "finished, final reports clean"

[clock_tree]
clk_pin_slew_ns = 0.06
clockRootBuffer = "clkbuf_16"
postCtsSetupBuffers = 0
postCtsResizedCells = 0
cts_tree = "yes"
clock.latency.late_pin_ns = 0.64
cts_max_level = 2
cts_sinks = 581
clockBufferDepth = 3
cts_inserted_buffers = 57
ctsHoldBuffers = 0

[global_routing]
grt_pass1_vias = 14050
grt_first_pass_wirelength_um = 85560
grt_max_degree = 65
grt_use_total = 0.1991
antenna_found_initial = 0
grt-ovfl-total = 0

[route]
drc = 0
drt-vias-per-instance = 5.702
ant_nets = 0
wl_per_cell_um = 23.86
first_pass_iters = 7
drt-total-wl_um = 55920
drt-initial-drc-count = 1042
antenna_cells = 0
vias = 13370

[timing]
hold_violations = 0
setup_tns_ns = 0
maxSlewViolCount = 0
post-route-min-period_ns = 8.099
worst_clock_skew_ns = 0.03699
period_used_share = 0.5030
rsz0062_at_grt = "false"
setup_viol = 0
timing.fmax_mhz = 123.5
relSlewSlack = 0.3001
tightest_slew_ns = 1.023

[worst_setup_path]
critPathMaxStageDelay_ns = 0.73
cp.required_ns = 16.50
cpMaxStageDelayCell = "o21ai_4"
crit_family = "AND-OR/OR-AND gates"
critPathBufInv = 4
cp.arrival_ns = 8.50
rrSetupSlack_ns = 9.38
critPathLaunchType = "primary input"
cp-end-kind = "register"
critPathMaxFanout = 43
critical_path.cell_chain = "clkdlybuf4s50_1, buf_4, nor2b_1, a221oi_1, nor2_1, a21oi_1, a221o_1, inv_1, ha_1, nor2b_1, o31ai_1, nand2b_1, a21oi_1, xnor2_1, o22ai_1, o21ai_4, buf_4"
criticalPathCategory = "primary input to register"

[finish]
regArea_um2 = 16880
drive_gt1_frac = 0.2145
design_area_um2 = 27820
combGateArea_um2 = 7236
fillers = 5019
syn_to_final_growth_pct = 13.38

[place]
dp.final_hpwl_um = 34750
portBuffers = 9
dpl-instance-area_um2 = 25870
gp_congestion = 0.8843

[die]
floorplan.core_util = 0.4058
pin_count = 10
core_area_um2 = 60470
die_area_um2 = 62340
fp.dieH_um = 249.7
die_x_um = 249.7
rows = 90

[synthesis]
syn-cell-area_um2 = 24540
yosysCellCount = 1447
synth_warnings = 16
ff_type = "edfxtp_1"
synth-area-yosys_um2 = 24540
synth-edff-count = 523
ys.flops = 581
async_reset_ff_frac = 0
postSynthCellCount = 1447
synth_area_per_cell_um2 = 16.96
ys_seq_frac = 0.6874
synthDistinctLibCells = 76

[flow_run]
warnings = 40
drv_cap = 0

[pwr]
pwr-share-seq = 0.536
p_comb_frac = 0.021
power.density_nw_per_um2 = 111.1
clkPwrFrac = 0.442
p_leak_nw = 8.988
p_sw_frac = 0.2001
ir_drop_mv = 0.08618
p_int_mw = 2.472
switching_power_uw = 618.6

[hold_path]
hold_class = "register to register"
## layout make-up
class	count	share of cell area
Tap cell	782	0.03517
Inverter	33	0.004453
Sequential cell	581	0.6066
Clock inverter	42	0.01745
Clock buffer	60	0.05244
Multi-Input combinational cell	761	0.2601
Timing Repair Buffer	85	0.02375
## layout by cell type (no fill, tap or decap), types with 9 or more instances in the layout
cell type / count
a21oi_1: 48
nor3_1: 24
bufinv_16: 9
dfxtp_1: 54
edfxtp_1: 523
xnor2_1: 9
o21ai_0: 31
nor2_1: 132
mux2i_1: 30
mux4_2: 136
buf_4: 76
ha_1: 33
nand2_1: 75
nand2b_1: 11
nand3_1: 22
clkbuf_16: 58
clkinv_2: 12
nor2b_1: 26
clkdlybuf4s50_1: 9
clkinv_1: 15
inv_1: 31
a211oi_1: 13
mux2_2: 12
## Yosys cell counts (all sizes together) (4+ instances only)
cell	number	area share
o211ai	9	0.0030
a211oi	13	0.0040
o21ai	35	0.0071
dfxtp	58	0.047
a2111oi	5	0.0018
nand2b	11	0.0028
o32ai	7	0.0025
and2	5	0.0013
mux2	12	0.0055
edfxtp	523	0.64
o31ai	5	0.0015
nor2	132	0.020
nand3b	8	0.0024
a31oi	5	0.0013
inv	31	0.0047
mux4	143	0.13
mux2i	30	0.012
ha	33	0.017
buf	46	0.012
nand4	8	0.0020
clkbuf	26	0.0040
nand3	22	0.0045
xnor2	10	0.0039
a221oi	10	0.0045
a21o	4	0.0012
nor3	24	0.0049
nand2	75	0.011
or4b	4	0.0016
o22ai	7	0.0023
nor2b	26	0.0066
or3	8	0.0020
xor2	4	0.0014
a21oi	48	0.0098
## stage by stage
stage               std cells  hold slack [ns]  power [mW]  worst slack [ns]    util
global route             2344           0.4619       3.178             7.514  0.4600
floorplan                1447           0.4138       1.730             6.551       -
finish                   2344           0.4436       3.091             8.001  0.4600
detailed placement       2242           0.4292       1.757             7.478  0.4279
global placement         2242           0.4159       1.755             7.582  0.4279
CTS                      2344           0.4490       3.122             8.078  0.4600
## cells by family after synthesis
logic type                 after synthesis  share of synthesized area
buffers and inverters                  105                    0.02065
AOI/OAI and AO/OA                      187                    0.05298
muxes                                  185                     0.1501
adders and majority gates               34                    0.01764
and+or+nand+nor                        341                    0.06594
DFF                                    581                     0.6874
xor gates and xnor gates                14                   0.005304
## routing by layer
layer | vias up | wire length (µm) | global-route usage
met5 | - | 97 | 0.01776
met1 | 6627 | 21600 | 0.2799
met3 | 113 | 7612 | 0.1184
met2 | 688 | 24780 | 0.2770
li1 | 5935 | - | -
met4 | 2 | 1831 | 0.05697
## registers in the layout, summed over array words and instances (netlist names), named ones only
signal / count
pc_q: 11
ram.ram: 512
mar_q: 11
ir_q: 13
w_q: 8
ps: 7
## path summary, 6_finish.rpt
path / startpoint / end / depth (start not counted)
worst min register to register: ps[3] / ps[4] / 2
worst min-delay path: ps[3] / ps[4] / 2
worst max register to register: register / ram.ram[32][5] / 18
worst max-delay path: reset / ram.ram[32][5] / 17
## power by group through the flow
stage | Sequential, mW | Clock (mW) | Combinational, mW
finish | 1.66 | 1.37 | 0.0663
global route | 1.66 | 1.45 | 0.0745
CTS | 1.66 | 1.40 | 0.0675
## worst reg2reg max path, cell delays in order (launching register included)
cell and delay, ns:
dfxtp_4 0.72, buf_4 0.66, buf_4 0.52, mux4_2 0.57
mux2_2 0.31, o22ai_1 0.47, a221oi_1 0.14, a222oi_1 0.33
buf_4 0.23, inv_1 0.08, ha_1 0.26, nor2b_1 0.14
o31ai_1 0.29, nand2b_1 0.10, a21oi_1 0.18, xnor2_1 0.15
o22ai_1 0.16, o21ai_4 0.73, buf_4 0.47
No activity file was given, so power comes from the tool's default toggle rates.
