==> flow/config.mk <==
export PLATFORM = sky130hd
export DESIGN_NAME = hw_1114
export DESIGN_NICKNAME = hw_1114
export VERILOG_FILES = /design/flow/design.v
export SDC_FILE = /design/flow/constraint.sdc
export NUM_CORES = 4
export LEC_CHECK = 1
export CORE_UTILIZATION = 30
==> flow/constraint.sdc <==
current_design hw_1114

set clk_period 17.1
set clk_io_pct 0.2

create_clock -name clk0 -period $clk_period [get_ports {clk}]

set non_clock_inputs [all_inputs -no_clocks]
set_input_delay [expr $clk_period * $clk_io_pct] -clock clk0 $non_clock_inputs
set_output_delay [expr $clk_period * $clk_io_pct] -clock clk0 [all_outputs]
==> flow/design.v <==
module Program_Rom(
	output logic [13:0] Rom_data_out, 
	input [10:0] Rom_addr_in
);
    logic [13:0] data;
    always_comb
        begin
            case (Rom_addr_in)
                10'h0 : data = 14'h3024;
                10'h1 : data = 14'h00A5;
                10'h2 : data = 14'h3015;
                10'h3 : data = 14'h00A4;
                10'h4 : data = 14'h0824;
                10'h5 : data = 14'h02A5;
                10'h6 : data = 14'h1FA5;
                10'h7 : data = 14'h2804;
                10'h8 : data = 14'h0825;
                10'h9 : data = 14'h01A1;
                10'ha : data = 14'h02A1;
                10'hb : data = 14'h0824;
                10'hc : data = 14'h00A0;
                10'hd : data = 14'h0821;
                10'he : data = 14'h02A0;
                10'hf : data = 14'h0824;
                10'h10 : data = 14'h00A5;
                10'h11 : data = 14'h0820;
                10'h12 : data = 14'h00A4;
                10'h13 : data = 14'h1FA4;
                10'h14 : data = 14'h2816;
                10'h15 : data = 14'h281C;
                10'h16 : data = 14'h0824;
                10'h17 : data = 14'h00A1;
                10'h18 : data = 14'h03A1;
                10'h19 : data = 14'h1FA1;
                10'h1a : data = 14'h2804;
                10'h1b : data = 14'h281C;
                10'h1c : data = 14'h0825;
                10'h1d : data = 14'h00A3;
                10'h1e : data = 14'h008D;
                10'h1f : data = 14'h3400;
                10'h20 : data = 14'h3400;
                default: data = 14'h0;   
            endcase
        end
     assign Rom_data_out = data;
endmodule
`timescale 1ns/10ps
module hw_1114(
	input clk,
	input reset,
	output logic [7:0] w_q
);
	logic [10:0] pc_next, pc_q,mar_q;
	logic load_pc, load_mar, load_ir_q,load_w;
	logic [13:0] Rom_out,ir_q;
	logic reset_ir_q,ram_en;
	logic [2:0] ps,ns;
	logic [3:0] op;
	logic [7:0] alu_q,mux_out,ram_out;
	logic d;
	logic sel_alu,sel_pc;
	logic MOVLW;
	logic ADDLW;
	logic SUBLW;
	logic ANDLW;
	logic IORLW;
	logic XORLW;
	assign pc_next = pc_q + 1;             
	always_ff @(posedge clk)               
	begin	
		if(reset)
			pc_q <= #1 0;
		else if(load_pc)
			pc_q <= #1 pc_next;
	end
	always_ff @(posedge clk)
	begin
		if(load_mar)
			mar_q <= #1 pc_q;
	end
	Program_Rom rom(Rom_out,mar_q);
	always_ff @(posedge clk)
	begin
		if(reset_ir_q)
			ir_q <= #1 0;
		else if(load_ir_q)
			ir_q <= #1 Rom_out;
	end
	always_ff @(posedge clk)
	begin
		if(reset)
			w_q <= #1 0;
		else if(load_w)
			w_q <= #1 alu_q;
	end
	single_port_ram_128x8 ram(alu_q,ir_q[6:0],ram_en,clk,ram_out);
	always_comb
	begin
		if(sel_alu == 0) mux_out = ir_q[7:0];
		else mux_out = ram_out[7:0];
	end
	assign MOVLW = (ir_q[13:8] == 6'b110000);         
	assign ADDLW = (ir_q[13:8] == 6'b111110);
	assign SUBLW = (ir_q[13:8] == 6'b111100);
	assign ANDLW = (ir_q[13:8] == 6'b111001);
	assign IORLW = (ir_q[13:8] == 6'b111000);
	assign XORLW = (ir_q[13:8] == 6'b111010);
	assign d = ir_q[7];
	assign ADDWF = (ir_q[13:8] == 6'b000111);
	assign ANDWF = (ir_q[13:8] == 6'b000101);
	assign CLRF  = (ir_q[13:8] == 6'b000001);
	assign CLRW  = (ir_q[13:8] == 6'b000001);
	assign COMF  = (ir_q[13:8] == 6'b001001);
	assign DECF  = (ir_q[13:8] == 6'b000011);	
	assign GOTO = (ir_q[13:11] == 3'b101);
	always_comb                                    
	begin
		if(reset)
				op = 0;
		else 
			begin			
				if(MOVLW) op = 5;
				else if(ADDLW) op = 0;
				else if(SUBLW) op = 1;
				else if(ANDLW) op = 2;
				else if(IORLW) op = 3;
				else if(XORLW) op = 4;
				else if(ADDWF) op = 0;
				else if(ANDWF) op = 2;
				else if(CLRF)  op = 8;
				else if(CLRW)  op = 8;
				else if(COMF)  op = 9;
				else if(DECF)  op = 7;
				else op = 10;
			end
	end
	always_comb
	begin
		if(reset)
			alu_q <= #1 0;
		else 
			begin
				case(op)
					0: alu_q = mux_out + w_q;
					1: alu_q = mux_out - w_q;
					2: alu_q = mux_out & w_q;
					3: alu_q = mux_out | w_q;
					4: alu_q = mux_out ^ w_q;
					5: alu_q = mux_out;
					6: alu_q = mux_out + 1;
					7: alu_q = mux_out - 1;
					8: alu_q = 0;
					9: alu_q = ~mux_out ;
					default: alu_q = mux_out + w_q;
				endcase
			end
	end
	parameter T0 = 0;
	parameter T1 = 1;
	parameter T2 = 2;
	parameter T3 = 3;
	parameter T4 = 4;
	parameter T5 = 5;
	parameter T6 = 6;
	always_ff @(posedge clk)
	begin
		if(reset) ps <= #1 0;
		else ps <= #1 ns;
	end
	always_comb
	begin                          
	load_mar = 0;
	load_pc = 0;
	reset_ir_q = 0;
	load_ir_q = 0;
	load_w = 0;
	sel_pc = 0;
	sel_alu = 0;
	ram_en = 0;
	ns = 0;
		case(ps)                   
		T0:                         
			begin
				reset_ir_q = 1;	
				ns = T1;
			end
		T1:
			begin
				load_mar = 1;         
				ns = T2;			
			end	
		T2:
			begin            
				load_pc = 1;	       
				ns = T3;			
			end	
		T3:
			begin                    
				load_ir_q = 1;	      
				ns = T4;			      
			end	
		T4:                         
			begin
				if(GOTO)
					begin
						sel_pc = 1;
						load_pc = 1;
					end
				else if(ADDWF || ANDWF)
					begin
						sel_alu = 1;
						if(d==0) load_w = 1;
						else ram_en = 1;
					end
				else if(CLRF) ram_en = 1;
				else if(CLRW) load_w = 1;
				else if(COMF || DECF) 
					begin 
						sel_alu = 1;
						ram_en = 1;
					end
				else 
					load_w = 1;	
				ns = T5;
			end
		T5:                         
			begin
				ns = T6;
			end
		T6:
			begin
				ns = T1;
			end
	endcase
	end
endmodule
module single_port_ram_128x8(
	input [7:0]data,
	input [6:0]addr,
	input ram_en,
	input clk,
	output logic [7:0] q
);
	logic [7:0] ram[127:0];
	always_ff @(posedge clk)
	begin
		if (ram_en)
			ram[addr] <= data;
	end
	assign q = ram[addr];
endmodule
==> flow/run.sh <==
#!/bin/bash
# OpenROAD 26Q1-2900-gdf79404cd8, Yosys 0.63+post, stock flow scripts
make -C /OpenROAD-flow-scripts/flow DESIGN_CONFIG=/design/flow/config.mk WORK_HOME=/design/flow/orfs finish
==> deck_impl_summary.md <==
Physical Implementation Snapshot

Yosys
  – Top cells by area: edfxtp_1, mux4_2, dfxtp_1
  – Yosys cell types: 73
  – Register share after synthesis: 69.8%
  – Yosys warnings: 10
  – Synthesized instance count: 1409
  – Area leader share: 65.0%
  – Flop and latch count out of synthesis: 581
  – Area leader, netlist: edfxtp_1
  – Post-synth area from yosys stat: 24200 µm²
  – Top FF cell, synth: edfxtp_1
  – FFs w/ async S/R, synth: 0%
  – Synth Area per Inst: 17.1 µm²
  – Yosys cell count: 1409
  – Post-synth EDFFs: 523
  – Synth Cell Area: 24200 µm²

Pwr
  – Sequential share of power: 56.3%
  – Net Switching: 585 µW
  – Part of the power in the clock network: 40.6%
  – PwrDens: 103 nW/µm²
  – Leak: 0.00870 µW
  – Sw frac: 20.8%
  – Logic gate share of total power: 3.2%
  – Int Pwr: 2220 µW
  – Maximum vdd drop: 0.0736 mV

Critical path
  – Most common cell on crit path: o21ai_0
  – Worst EP required: 17420 ps
  – Worst path slowest cell: nor4_2
  – Worst reg-to-reg setup slack: 10900 ps
  – R2r worst-path depth: 15
  – CP Capture Type: flop
  – CP Launch Type: input pin
  – Buffer and inverter count on the worst path: 4
  – Crit Path Category: input pin to flop
  – Worst path top cell family by delay: simple AND/OR/NAND/NOR gates
  – CP Max Fanout: 64
  – Critical path, cell by cell: buf_2 -> buf_4 -> nor4_2 -> nor2_1 -> nand2_1 -> o21ai_0 -> inv_1 -> ha_1 -> nor2b_1 -> o21ai_0 -> nand2b_1 -> a311oi_1 -> o21ai_0 -> and4_1 -> nor3_2 -> buf_4
  – Worst path max stage delay: 650 ps
  – R2R Path End: ram.ram[2][7]
  – WP data arrival: 7150 ps

Route
  – Via count: 12900
  – DRC viols: 0
  – Routed WL: 54400 µm
  – DR pass1 iterations: 6
  – Iter 0 DRT Violations: 900
  – Final ANT Viol Nets: 0
  – Routed WL per cell: 21.3 µm
  – Drt via density: 5.05

Floorplanning
  – Initial Utilization: 30.4%
  – Io pins: 10
  – Die width: 286 µm
  – Row cnt: 103
  – Chip Area: 81700 µm²
  – Area of the core: 79400 µm²
  – Die H: 286 µm

CTS
  – TritonCTS Buffers: 57
  – Clock buffer depth: 3
  – Postcts setup bufs: 0
  – Htree depth: 2
  – Root Buffer: clkbuf_16
  – Post-CTS resize count: 0
  – CTS tree: yes
  – Worst-path clk slew: 60 ps
  – CTS hold repair buffers: 0
  – Clock sink count: 581
  – Insertion Delay late pin: 630 ps

Global route
  – Largest net degree at the start of global routing: 72
  – Grt ovf: 0
  – Tot GR Track Use: 14.4%
  – Vias in the first global route: 13600
  – Antenna violations before repair: 1
  – First-pass GRT wire length: 83100 µm

Place
  – Routability cong.: 0.868
  – Port Buffer Count: 9
  – Dpl hpwl: 32500 µm

Timing
  – FMAX: 146 MHz
  – Unrepaired setup endpoints after global routing: false
  – Slew headroom: 39.6%
  – Final setup violation count: 0
  – Min Hold Slack: 448 ps
  – Minimum clock period after layout: 6830 ps
  – Cycle use final: 39.9%
  – Worst Tran Pin Value: 903 ps
  – Count of final hold-check violations: 0
  – Setup TNS: 0 ps
  – Max-slew violations: 0
  – Layout Skew: 25.9 ps

Worst hold path
  – Hold wc startpoint: ps[3]
  – Hold Path Stages: 2
  – Hold EP: ps[4]
  – Hold crit path type: flop to flop

Finish
  – Most frequent cells in the layout: edfxtp_1, mux4_2, nor2_1, nand2_1, clkbuf_16
  – Area grow syn2layout: 13.1%
  – Fill cells: 7418
  – Share of layout cells above drive strength 1: 19.0%
  – Most instantiated logic cell after routing: edfxtp_1

Run status
  – Outcome: complete, no violations

Flow run
  – Max Cap Violations: 0
  – Tool warnings: 40
-- sequential cells by signal (all words and copies together) (netlist names), named ones only --
signal,count
pc_q,11
ir_q,13
ram.ram,512
mar_q,11
w_q,8
ps,7
-- worst register-to-register path, cell delays in order (launching register included) --
cell	delay, ps
dfxtp_4	710
buf_12	540
buf_4	660
mux4_2	630
mux4_2	460
o211ai_1	330
nand3_1	300
ha_1	350
nor2b_1	120
o21ai_0	150
nand2b_1	130
a311oi_1	330
o21ai_0	180
and4_1	250
nor3_2	150
buf_4	550
-- cells in the mapped netlist, types with 12 or more instances --
cell and number:
nor2_1 126, nand3_1 20, a21oi_1 43, clkbuf_1 35, inv_1 28, buf_2 18, dfxtp_1 58, nor2b_1 22
mux2i_1 40, edfxtp_1 523, a22oi_1 20, nor3_1 15, ha_1 33, nand2_1 68, mux4_2 136, o21ai_0 38
a32oi_1 12
-- kinds of logic after synthesis --
group,Yosys count,synth area share [%]
simple gates,314,6.17
xor+xnor,11,0.399
fa+ha+maj,34,1.79
mux,183,14.7
flops,581,69.8
compound gates,186,5.29
buf+inv,100,1.85
-- routing by layer --
layer	global-route usage, %	vias to the layer above	wire length, µm
met1	18.2	6383	20600
li1	-	5742	-
met4	3.42	2	1510
met3	8.72	99	7080
met5	0.523	-	66
met2	21.5	639	25100
-- per-stage QoR --
stage               cells  instance area (µm²)  setup slack (ps)  utilization (%)  power [µW]
detailed placement   2445                25600              9680             32.3        1700
global placement     2445                25600              9750             32.3        1700
CTS                  2546                27300             10320             34.4        2830
global route         2548                27300              9940             34.4        2890
floorplan            1409                24200              8160                -        1660
finish               2548                27300             10270             34.4        2810
-- layout make-up --
type / count / area [µm²] / share of cell area (%)
Sequential cell: 581 / 16900 / 61.8
Multi-Input combinational cell: 728 / 6890 / 25.2
Clock buffer: 72 / 1480 / 5.43
Tap cell: 1050 / 1310 / 4.81
Timing Repair Buffer: 57 / 458 / 1.68
Clock inverter: 29 / 178 / 0.651
Inverter: 29 / 109 / 0.399
Antenna cell: 2 / 5.00 / 0.0183
-- how the worst max path moves through the flow --
stage,startpoint,endpoint,slack [ps],cells after the start
finish,reset,ram.ram[2][7],10270,16
global route,reset,ram.ram[4][7],9940,16
CTS,reset,ram.ram[4][7],10320,16
-- power by group through the flow --
stage	clock network (µW)	logic [µW]	registers (µW)
after CTS	1160	90.0	1580
after global routing	1210	100	1580
final	1140	89.2	1580
Power is estimated from default activity; no workload was simulated.
